==> design.v <==
module alu(
    input clk,
    input [7:0] a,
    input [7:0] b,
    input [3:0] student_id,
    input [15:0] op_code,
    output neg,
    output [4:0] result_1,
    output [4:0] result_2,
    output reg carry);
    reg [7:0] result;
    always @(posedge clk)
        case(op_code)
            16'b0000000000000001: begin   
                result <= a + b;
                carry <= result[8];
            end
            16'b0000000000000010: begin   
                result <= a - b;
                if (a >= b) 
                    neg <= 0;
                else
                    neg <= 1;
            end
            16'b0000000000000100: begin   
                result <= ~a;
            end
            16'b0000000000001000: begin   
                result <= ~(a & b);
            end
            16'b0000000000010000: begin   
                result <= ~(a | b);
            end
            16'b0000000000100000: begin   
                result <= a & b;
            end
            16'b0000000001000000: begin   
                result <= a ^ b;
            end
            16'b0000000010000000: begin   
                result <= a | b;
            end
            16'b0000000100000000: begin   
                result <= ~(a ^ b);
            end
            default: begin
                result <= 0;
                neg <= 0;
                carry <= 0;
            end
        endcase
    assign result_1 = result[3:0];
    assign result_2 = result[7:4];
endmodule
==> run.sh <==
#!/bin/bash
# OpenROAD 26Q1-2900-gdf79404cd8, Yosys 0.63+post, stock flow scripts
make -C /OpenROAD-flow-scripts/flow DESIGN_CONFIG=/design/flow/config.mk WORK_HOME=/design/flow/orfs finish
==> config.mk <==
export PLATFORM = sky130hd
export DESIGN_NAME = alu
export DESIGN_NICKNAME = alu
export VERILOG_FILES = /design/flow/design.v
export SDC_FILE = /design/flow/constraint.sdc
export NUM_CORES = 4
export LEC_CHECK = 1
export CORE_UTILIZATION = 30
==> constraint.sdc <==
current_design alu

set clk_period 7.0
set clk_io_pct 0.2

create_clock -name clk0 -period $clk_period [get_ports {clk}]

set non_clock_inputs [all_inputs -no_clocks]
set_input_delay [expr $clk_period * $clk_io_pct] -clock clk0 $non_clock_inputs
set_output_delay [expr $clk_period * $clk_io_pct] -clock clk0 [all_outputs]
==> notes.md <==
The synthesis and place-and-route flow finished, so here is a summary.

Looking at the critical path, the highest net fanout was 3. The starting density of the core came out at 31.4%. The post-route antenna net violation count is 0. The number of distinct library cell variants in the gate-level netlist after synthesis is 46.

The violation tally recorded at the end of detailed-routing iteration 0 is 118. The instance count of the mapped netlist is 220. The number of global-route vias before repair is 1532. The area growth from synthesis to final layout is 29.9%.

The synthesis report names the predominant flop master as dfxtp_1. The flow ran to the end, and the final reports show no timing, DRC or antenna violations. The count of buffers from port buffering is 41. The count of flip-flops with a built-in enable after synthesis came out at 1. For this design the ratio of total power to cell area is 107 nW/um^2. The vias per cell came out at 5.09. The routed layout has 1645 vias. The worst setup path is of the input pin to flop kind. The final number of max-transition violations is 0. The number of setup buffers added after CTS is 0.

In this run, synthesis produced a sequential element count of 9. The post-cts hold buffer count came out at 0. The Yosys step of the flow raised 5 warnings. The async set or reset register ratio after synthesis came out at 0%.

The kind of launch point of the worst setup path is an input pin. The I/O pin total is 49. The worst ir drop on vdd came out at 73.6 uV. The CTS report gives the tree buffer count as 3. For this design, Yosys synthesis ends with a cell count of 220.

The number of levels in the clock H-tree came out at 1. The slew check shows that the tightest pin keeps a relative margin of 46.7%. The all-layer global routing usage is 17.4%.

TritonCTS reports the number of clock sinks as 9. The die covers 5680 sq um. The maximum number of pins on one net before global-route repair is 10. The worst-case clock buffer depth is 2.

Detailed placement ended at an HPWL of 3.38 mm. The CTS tree is yes. The share of the Yosys chip area taken by registers is 11.8%. The final worst hold slack came out at 1.84 ns.

The data arrival at the endpoint of the critical path is 3.52 ns. The summed negative setup slack over all endpoints came out at 0 ns. OpenROAD emitted warnings numbering 45. The yosys stat chip area came out at 1620 sq um. The script extracted a total leakage power of 0.852 nW.

The placeable core area is 5140 sq um. The number of antenna diodes came out at 0. The post-CTS resize count came out at 0.

The top cell type's share of synthesized area is 18.6%. In this run the core area contains 26 standard-cell rows. The vertical extent of the die is 75.4 microns. The clock tree root buffer cell is clkbuf_8.

The finished layout holds 323 standard cells, fillers aside. The number of antenna violations at the first check in global routing is 0. Summed over all instances, the cell type with the most area after synthesis is ha_1.

Per the finish-stage timing summary, setup violations number 0. The total global routing overflow is 0. The critical path endpoint category is a flop. The weighted congestion at the end of routability-driven global placement is 0.876.

The average size of a mapped cell came out at 7.34 sq um. The mapped netlist covers 1620 sq um. The main area contributors are ha_1, dfxtp_1, o21ai_0. The first global-routing pass estimated 7.50 mm of wire. The final critical delay including setup and external delays is 3.54 ns. The worst hold path belongs to the class input pin to flop. The fraction of layout cells with a size suffix above 1 is 5.14%. Wires add up to 4.42 mm. The achievable clock frequency is 283 MHz.

The critical path required time is 6.99 ns. The cell count after placement is 319. The detailed-routing iteration count for the pre-antenna-repair pass is 4.

The horizontal die dimension reported for this design is 75.4 microns. The routed wirelength normalized by instance count is 13.7 microns. For reference, the final report shows the hold violation count at 0. The transition time recorded at the tightest slew-check pin is 0.796 ns. The number of violations of the max-capacitance limit came out at 0. The detailed-route DRC error count is 0. The part of the cycle the worst path needs came out at 50.5%. On the worst setup and hold paths after CTS, the clock-pin slew comes to 0.06 ns.

Setup repair after global routing left no endpoint under its margin.
[layer usage]
layer / GRT usage [%] / wire [microns] / share of wire (%) / vias to the layer above
li1: - / - / - / 854
met1: 27.1 / 2150 / 49 / 748
met2: 27.1 / 2020 / 46 / 39
met3: 2.41 / 219 / 5.0 / 4
met4: 1.23 / 32 / 0.72 / 0
met5: 0 / 0 / 0 / -
[critical path, cell delays in order]
cell	delay, ns
clkdlybuf4s50_1	0.50
inv_1	0.07
ha_1	0.22
fa_1	0.42
o21bai_1	0.14
a21oi_1	0.11
o31ai_1	0.33
a21oi_1	0.09
o21bai_1	0.16
a211oi_1	0.09
[report_power, final]
| part | total (mW) | internal, mW | switching (mW) | leakage [nW] |
|---|---|---|---|---|
| Combinational | 0.0996 | 0.0515 | 0.0481 | 0.750 |
| Clock | 0.0673 | 0.0401 | 0.0271 | 0.0228 |
| Sequential | 0.0577 | 0.0567 | 0.000984 | 0.0790 |
| Total | 0.225 | 0.148 | 0.0762 | 0.852 |
[final timing paths]
path | cells after the start | start | slack, ns | endpoint
worst min-delay path | 2 | a[0] | 1.84 | result[0]
worst max-delay path | 10 | a[0] | 3.46 | neg
[per-stage QoR]
stage          setup slack, ns  util [%]  area [sq um]  total power, mW
2_1_floorplan             3.93         -          1620            0.114
3_3_place_gp              3.18      39.9          2050            0.158
3_5_place_dp              3.18      39.9          2050            0.158
4_1_cts                   3.44      40.8          2100            0.226
5_1_grt                   3.30      40.8          2100            0.241
6_report                  3.46      40.8          2100            0.225
[placed cells by master (no fill, tap or decap), drive strengths merged, types with 3 or more instances in the layout]
master,count
nor2,16
o21ai,21
o32a,3
a211oi,6
nor4,5
o21bai,4
xnor2,5
conb,3
nor3,9
o2111ai,3
o211ai,4
clkbuf,4
inv,25
nand4,8
ha,24
o22ai,4
nand2,14
a21oi,14
nand2b,4
clkdlybuf4s50,41
dfxtp,8
[synthesized netlist by cell type (3+ instances only)]
library cell	count
a211oi_1	6
a21oi_1	14
buf_4	3
clkbuf_1	8
dfxtp_1	8
ha_1	24
inv_1	25
nand2_1	14
nand2b_1	4
nand4_1	8
nor2_1	16
nor3_1	8
nor4_1	3
o2111ai_1	3
o211ai_1	4
o21ai_0	19
o21bai_1	4
o22ai_1	4
o32a_1	3
xnor2_1	5
[cells by family (layout without fill, tap and decap cells)]
logic type      count (synthesis)  after routing  synth area share, %
buf+inv                        39             70                 9.99
mux                             2              2                 1.39
flops                           9              9                 11.8
other cells                     1              3                0.232
simple gates                   71             71                 26.3
compound gates                 67             67                 26.6
xor+xnor                        5              5                 2.71
fa+ha+maj                      26             26                 21.1
[cell type report]
cell class | instances | area, sq um
inverters | 25 | 93.8
multi-input cells | 174 | 1270
fillers | 543 | 3040
repair buffers | 41 | 410
clock buffers | 4 | 45.0
well taps | 70 | 87.6
flip-flops and latches | 9 | 190
[registers in the layout (all words and copies together) (netlist names)]
name,cells
result,8
neg,1
Power is estimated from default activity; no workload was simulated.
