==> /design/flow/design.v <==
module sseg(
    input [3:0] bcd,
    input neg,
    output [6:0] result,
    output sign
);
    always @(*) begin
        sign = neg ? 1'b1 : 1'b0;
        case(bcd)
            4'd0: result = 7'b1111110;  
            4'd1: result = 7'b0110000;  
            4'd2: result = 7'b1101101;  
            4'd3: result = 7'b1111001;  
            4'd4: result = 7'b0110011;  
            4'd5: result = 7'b1011011;  
            4'd6: result = 7'b1011111;  
            4'd7: result = 7'b1110000;  
            4'd8: result = 7'b1111111;  
            4'd9: result = 7'b1110011;  
            4'd10: result = 7'b1110111;  
            4'd11: result = 7'b0011111;  
            4'd12: result = 7'b1001110;  
            4'd13: result = 7'b0111101;  
            4'd14: result = 7'b1001111;  
            4'd15: result = 7'b1000111;  
            default: result = 7'b1111110;  
        endcase
    end
endmodule
==> /design/flow/run.sh <==
#!/bin/bash
# OpenROAD 26Q1-2900-gdf79404cd8, Yosys 0.63+post, stock flow scripts
make -C /OpenROAD-flow-scripts/flow DESIGN_CONFIG=/design/flow/config.mk WORK_HOME=/design/flow/orfs finish
==> /design/flow/config.mk <==
export PLATFORM = sky130hd
export DESIGN_NAME = sseg
export DESIGN_NICKNAME = sseg
export VERILOG_FILES = /design/flow/design.v
export SDC_FILE = /design/flow/constraint.sdc
export NUM_CORES = 4
export LEC_CHECK = 1
export CORE_AREA = 10 10 70 70
export DIE_AREA = 0 0 80 80
==> /design/flow/constraint.sdc <==
current_design sseg

set clk_period 1.0
set clk_io_pct 0.2

create_clock -name clk0 -period $clk_period

set non_clock_inputs [all_inputs -no_clocks]
set_input_delay [expr $clk_period * $clk_io_pct] -clock clk0 $non_clock_inputs
set_output_delay [expr $clk_period * $clk_io_pct] -clock clk0 [all_outputs]
==> out/summary.txt <==
cells after synthesis = 40
cell count listed in synth_stat.txt = 40
height of the die = 80 µm
tool warning count = 41
Worst Path Max Fanout = 3
CP most frequent cell = buf_6
register share of total power = 0
CP bufs+invs = 4
Hold Crit Class = primary input to primary output
maxcap violations = 0
Yosys cell types = 17
routed vias/inst = 3.231
Crit path depth = 7
fin crit period = 1.263 ns
Ys Warns = 19
LEAKAGE = 0.2629 nW
Vias = 336
yosys synthesis chip area = 284.0 µm²
clock group share of total power = 0
FP Rows = 21
FMAX = 792.1 MHz
per-cell routed wire length = 10.17 µm
Net Sw Frac = 0.4456
Storage cell area = 0 µm²
Crit Path Class = primary input to primary output
total I/O pin count = 13
P&R area growth vs syn = 131.7%
GP Congestion = 0.7526
first-pass GRT wire length = 1731 µm
vias in the first global route = 356
CTS Hold Bufs = 0
RSZ-0062 raised after global routing = yes
Peak VDD IR = 0.1728 mV
die width = 80 µm
hold depth = 0
antenna violations before repair = 0
antenna cells = 0
Top delay family on crit path = buffers and inverters
worst-margin pin slew = 0.2411 ns
clkbuf count = 0
crit path DAT = 1.06 ns
DRC violations left = 0
Starting Density = 0.08315
slowest stage delay, CP = 0.26 ns
total grt overflow = 0
Sw Pwr = 0.1121 mW
drt pass-1 iters = 3
Setup crit end kind = primary output
Cell Chain, Critical Path = buf_8 > buf_6 > ha_4 > inv_2 > mux2i_1 > mux2_4 > buf_6
Final Hold Viols = 0
placed wire-length estimate = 693 µm
Seq/Total Area, Yosys = 0
Slew headroom = 0.8389
CP max-delay cell = mux2_4
layout cell share with drive strength beyond 1 = 0.7586
DRT Wirelength = 1058 µm
Total GRT Usage = 0.03256
Fin Setup TNS = -1.231 ns
period utilization = 1.263
Logic pwr share = 1.000
internal power = 0.1395 mW
final setup vio count = 7
violated checks = setup timing
Setup WS post-layout = -0.2625 ns
final tally of max-slew violations = 0
largest net degree at the start of global routing = 8
Core Region = 3416 µm²
post-route ant nets = 0
WP data required = 0.80 ns
placed cell area = 470.5 µm²
status = finished with violations
Design Area, Final = 658.1 µm²
number of flip-flops and latches = 0
initial drt markers = 2
die footprint = 6400 µm²
IO Port Bufs = 11
CP Launch Type = primary input
synthesized area = 284.0 µm²
syn_area_per_cell = 7.101 µm²
PD cells = 382.2 nW/µm²
layout by cell type, fill, tap and decap left out, drive strengths merged:
cell    instances
nor3b           1
mux2            1
a31oi           1
a211oi          1
nand2b          1
ha              7
nor2            1
a21oi           5
buf            21
and2b           2
inv             6
o32a            1
nand2           3
o21ai           3
nor3            3
mux2i           1
final cells by class:
type / instances / area (µm²)
fillers: 388 / 2758
inverters: 6 / 30.03
multi-input cells: 31 / 374.1
well taps: 46 / 57.56
repair buffers: 21 / 196.4
final timing paths:
check / endpoint / slack (ns) / startpoint
max: result[5] / -0.26 / bcd[0]
min: sign / 0.40 / neg
synth_stat cells (all sizes together):
library cell	n	area [µm²]
inv	6	22.52
o32a	1	10.01
nor2	1	3.750
o21ai	3	15.01
nand2	3	11.26
a31oi	1	6.260
a211oi	1	7.510
buf	3	26.27
ha	7	87.58
nand2b	1	6.260
mux2	1	15.01
mux2i	1	10.01
and2b	2	15.01
nor3b	1	7.510
nor3	3	15.01
a21oi	5	25.02
routing by layer:
| layer | vias to the layer above | track usage | routed length [µm] |
|---|---|---|---|
| met1 | 158 | 0.03296 | 410 |
| met4 | 0 | 0.005282 | 10 |
| met2 | 4 | 0.06822 | 609 |
| li1 | 172 | - | - |
| met3 | 2 | 0.003409 | 27 |
| met5 | - | 0 | 0 |
stage by stage:
stage,setup WS [ns],total power [mW],util,cells,hold slack [ns]
5_1_grt,-0.3119,0.2753,0.1927,104,0.4000
3_5_place_dp,-1.084,0.1772,0.1377,98,0.4000
2_1_floorplan,-0.04836,0.08208,-,40,0.4664
6_report,-0.2625,0.2515,0.1927,104,0.4000
4_1_cts,-0.2534,0.2217,0.1744,103,0.4000
3_3_place_gp,-1.086,0.1744,0.1377,98,0.4000
logic make-up (layout without fill, tap and decap cells):
family                     after synthesis  after routing  synth area share
adders and majority gates                7              7            0.3084
AOI/OAI and AO/OA                       11             11            0.2247
buffers and inverters                    9             27            0.1718
muxes                                    2              2           0.08809
and+or+nand+nor                         11             11            0.2070
power groups by stage:
| stage | combinational (mW) | sequential, mW | clock (mW) |
|---|---|---|---|
| CTS | 0.222 | 0 | 0 |
| global route | 0.275 | 0 | 0 |
| finish | 0.252 | 0 | 0 |
what timing repair did:
item	in CTS	in global routing
gates resized	76	12
setup buffers	3	1
pin swaps	11	5
cloned	2	0
setup endpoints to repair	7	7
No activity file was given, so power comes from the tool's default toggle rates.
